### flow/design.v
module mem_fsm ( clk, reset, address, data, cs, we, oe);   
input        clk, reset; 
output [4:0] address; 
inout  [3:0] data;
output       cs, we, oe;
reg          cs, we, oe; 
reg    [4:0] address; 
reg    [3:0] data_reg; 
reg    [2:0] state;
parameter idle = 3'b000, s1=3'b001, s2=3'b010, s3=3'b011, s4=3'b100;
assign data = data_reg;
always@(posedge clk or posedge reset)
begin
    if (reset) begin
        state   <= idle;   
        address <= 0;
    end 
    else
        case (state)    
            idle: begin
                state   <= s1;
                address <= 0;
            end
            s1: begin  
                state   <= s2;
                address <= 0;
            end
            s2: begin
                address <= address + 1;
                if(address == 31)
                    state <= s3;
                else
                    state <= s2;
            end
            s3: begin
                state <= s4;
                address <= 0;
            end
            s4: begin
                address <= address + 1;
                if(address == 31)
                    state <= idle;
                else
                    state <= s4;
            end
            default: begin  
                state <= idle;
                address   <= 0;
            end 
        endcase
    end
always@(state) 
begin 
    case (state)
        idle: begin
            cs = 0; we = 0; oe = 0;   
            data_reg = 4'bzzzz; 
        end 
        s1: begin    
            cs = 1; we = 1; oe = 0;
            data_reg = 4'b1010;
        end    
        s2: begin    
            cs = 1; we = 1; oe = 0;   
            data_reg = 4'b1010;
        end  
        s3: begin    
            cs = 1; we = 0; oe = 1;
            data_reg = 4'b1010;
        end
        s4: begin    
            cs = 1; we = 0; oe = 1;
            data_reg = 4'b1010;              
        end
        default: begin
            cs = 0; we = 0; oe = 0;
            data_reg = 4'bzzzz;   
        end  
    endcase  
end   
endmodule 
module ram ( address, data, cs, we, oe);  
input cs, we, oe; 
input [4:0] address; 
inout [3:0] data; 
reg [3:0] data_out ; 
reg [3:0] mem [0:31];       
assign data = (cs && oe && !we) ? data_out : 4'bzzzz;  
always @ (cs or we or data or address)
begin
    if (cs && we)
        mem[address] = data;         
end
always @ (cs or we or oe or address or data) 
begin
    if (cs && !we && oe)
        data_out = mem[address];     
end 
endmodule
module top(clk, reset, address, data, cs, we, oe);
input clk, reset;
output [4:0] address;
output [3:0] data;
output cs, we, oe;
wire [4:0] address_wire;
wire[3:0] data_wire;
wire cs_wire, we_wire, oe_wire;
assign address = address_wire;
assign data = data_wire;
assign cs = cs_wire;
assign we = we_wire;
assign oe = oe_wire;
mem_fsm FSM(.clk(clk), .reset(reset), .address(address_wire), .data(data_wire), .cs(cs_wire), .we(we_wire), .oe(oe_wire));
ram RAM(.address(address_wire), .data(data_wire), .cs(cs_wire), .we(we_wire), .oe(oe_wire));
endmodule
### flow/run.sh
#!/bin/bash
# OpenROAD 26Q1-2900-gdf79404cd8, Yosys 0.63+post, stock flow scripts
make -C /OpenROAD-flow-scripts/flow DESIGN_CONFIG=/design/flow/config.mk WORK_HOME=/design/flow/orfs finish
### flow/config.mk
export PLATFORM = sky130hd
export DESIGN_NAME = top
export DESIGN_NICKNAME = top
export VERILOG_FILES = /design/flow/design.v
export SDC_FILE = /design/flow/constraint.sdc
export NUM_CORES = 4
export LEC_CHECK = 1
export CORE_AREA = 10 10 74 74
export DIE_AREA = 0 0 84 84
### flow/constraint.sdc
current_design top

set clk_period 1.6
set clk_io_pct 0.2

create_clock -name clk0 -period $clk_period [get_ports {clk}]

set non_clock_inputs [all_inputs -no_clocks]
set_input_delay [expr $clk_period * $clk_io_pct] -clock clk0 $non_clock_inputs
set_output_delay [expr $clk_period * $clk_io_pct] -clock clk0 [all_outputs]
==> results.yml <==
# yosys + openroad results
outcome:
  status: "finished, final reports clean"
worst_setup_path:
  cp_max_fo: 4
  cp_top_family: "buffers and inverters"
  required_ns: 1.28
  crit_chain: "clkdlybuf4s50_1"
  slowest_delay_ns: 0.50
  path_buffers: 1
  crit_slowest_cell: "clkdlybuf4s50_1"
  criticalPathCategory: "reg -> out"
  critical_path.endpoint_type: "primary output"
  worstSetupStartpointType: "flip-flop"
  worstPathArrival_ns: 1.12
drt:
  drt-wirelength-per-cell_um: 8.94
  route.antenna.diode_count: 0
  avgViaCountPerCell: 2.87
  drtIter0Drc: 38
  drcViolationCount: 0
  wirelength_um: 948
  vias: 304
  wl_met2_um: 472
  ant_nets: 0
  wl_met1_um: 377
  wl_met3_um: 97
  highest_layer: "met3"
  firstDrtPassIters: 3
synth:
  synth_area_leader_cell: "dfrtp_1"
  ys_seq_elements: 10
  ff_type: "dfrtp_1"
  yosys_cells: 40
  edf_count: 0
  synthTopCellsByArea: "dfrtp_1 50%, ha_1 8.3%, buf_4 6.6%, dfstp_2 5.8%, nor2b_1 2.8%"
  yosysUniqueCellTypes: 21
  synth.top_cell.area_share: 0.497
  netlist_area_sq_um: 453
  ys_area_sq_um: 453
  synthArstFlopShare: 1.00
  yosys_warnings: 14
  syn_inst: 40
  syn_avg_cell_area_sq_um: 11.3
  yosys-top-cells-count: "9 x dfrtp_1, 4 x buf_4, 3 x ha_1, 3 x nor2_1"
  postSynthSeqShare: 0.555
  synth_top_cell_by_count: "dfrtp_1"
sta:
  fin_crit_sh: 0.898
  hold_viol: 0
  setup_tns_ns: 0
  slew_viol_final: 0
  finalCriticalPeriod_ns: 1.44
  setup_viol: 0
  hold_slack_ns: 0.358
  final.setup_skew_ns: 0.00517
  fmax_mhz: 696
  rsz0062_at_grt: "no"
final_layout:
  syn2layout_area_growth_pct: 50.8
  layout-drive-gt1-share: 0.232
  regArea_sq_um: 251
  combGateArea_sq_um: 171
  nFillCells: 446
pwr:
  p_leak_nw: 0.400
  vdd_drop_max_v: 0.000274
  power.density_nw_per_um2: 833
floorplan:
  chipArea_sq_um: 7060
  coreArea_sq_um: 3970
  ios: 14
  row_count: 23
  initial_core_util: 0.114
  dieHeight_um: 84
  dieWidth_um: 84
grt:
  grt_pass1_vias: 319
  grt_pass1_wl_um: 1590
  grt_max_degree: 11
  grt_usage: 0.0276
  antenna_found_initial: 0
  grt.overflow.total: 0
place:
  place.gp.congestion: 0.709
  port_buffers: 9
  dpl.hpwl_um: 768
cts:
  cts-root-buf: "clkbuf_8"
  cts_tree: "yes"
  cts-htree-levels: 1
  cts_sinks: 10
  cts-buffers-inserted: 3
  clk_pin_slew_ns: 0.05
  cts_hold_buf: 0
  cts_buffer_depth: 2
  clock.latency.late_pin_ns: 0.23
worst_hold_path:
  hold_path_class: "in -> async"
run:
  cap_violations: 0
  warnings: 26
report_power, final:
part	total [mW]	internal [mW]	leakage (nW)	switching, mW
logic	0.00779	0.00227	0.235	0.00553
clock network	0.308	0.216	0.0288	0.0919
registers	0.254	0.254	0.136	0
cells by family after synthesis:
logic type,after synthesis,synth area share
flip-flops,10,0.555
adder cells (fa/ha/maj),3,0.0829
other,2,0.0166
XOR/XNOR,1,0.0193
buffers and inverters,6,0.0829
AND/OR/NAND/NOR,13,0.157
multiplexers,1,0.0221
AND-OR/OR-AND,4,0.0635
what timing repair did:
action | CTS | global route
resized | 0 | 3
cloned | 0 | 0
pin swaps | 2 | 3
setup buffers | 2 | 2
endpoints found under the setup margin | 3 | 3
worst paths after layout:
| path | cells past startpoint | startpoint | slack [ns] | endpoint |
|---|---|---|---|---|
| min | 2 | reset | 0.36 | FSM.state[3] |
| min in group clk0 | 0 | FSM.state[0] | 0.39 | FSM.state[3] |
| max | 1 | FSM.address[0] | 0.16 | address[0] |
| max reg2reg | 4 | FSM.address[0] | 0.29 | FSM.address[4] |
| max in group asynchronous | 2 | reset | 0.94 | FSM.state[0] |
| min reg2reg | 0 | FSM.state[0] | 0.39 | FSM.state[3] |
registers in the layout, summed over array words and instances (netlist names):
register / cells
FSM.state: 5
FSM.address: 5
metal layers:
layer / vias to the layer above / track usage
met3: 0 / 0.0197
met2: 9 / 0.0439
met5: - / 0
met4: 0 / 0.00304
li1: 151 / -
met1: 144 / 0.0301
placed cells by master (no fill, tap or decap), types with 3 or more instances in the layout:
| master | instances |
|---|---|
| nor2_1 | 3 |
| conb_1 | 4 |
| dfrtp_1 | 9 |
| buf_4 | 5 |
| clkdlybuf4s50_1 | 6 |
| ha_1 | 3 |
| clkbuf_8 | 4 |
| dlymetal6s2s_1 | 3 |
through the flow:
step           cells  instance area [sq um]  setup WS [ns]  utilization  total power, mW
5_1_grt          106                    683          0.108        0.172            0.592
6_report         106                    683          0.164        0.172            0.569
4_1_cts          104                    661        0.00524        0.166            0.574
3_5_place_dp      98                    591          0.205        0.149            0.266
3_3_place_gp      98                    591          0.207        0.149            0.266
2_1_floorplan     42                    460          0.367            -            0.268
final cells by class:
cell class | instances | share of cell area
inverters | 2 | 0.0110
clock buffers | 4 | 0.0806
flip-flops and latches | 10 | 0.368
well taps | 50 | 0.0916
repair buffers | 14 | 0.198
multi-input cells | 26 | 0.251
Power figures rest on the tool's default switching activity, not on a simulated workload.
