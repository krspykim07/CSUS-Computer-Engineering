==> flow/design.v <==
module ALU(A, B, S, Cin, Y);
    input [3:0] A, B;
    input [2:0] S;
    input Cin;
    output [3:0] Y;
    reg [3:0] Y;
    always@(S) begin
    case(S)
        0: Y = A + B + Cin;
        1: Y = A + (~B) + Cin;
        2: Y = B;
        3: Y = A;
        4: Y = A&B;
        5: Y = A|B;
        6: Y = ~A;
        7: Y = A^B;
    endcase
    end
endmodule
module datapath(M0, M1, M2, Cin, CLR, W, CE, SEL, S, CLK, R0, R1, R2);
    input [3:0] M0, M1, M2, CE;
    input [2:0] W, S;
    input [1:0] SEL;
    input Cin, CLR, CLK;
    output [3:0] R0, R1, R2;
    wire [3:0] Y0, Y1, Y2, Y3, A, B;
    mux2 m1 (.D0(M0), .D1(A), .S(W[0]), .Y(Y0));
    mux2 m2 (.D0(M1), .D1(A), .S(W[1]), .Y(Y1));
    mux2 m3 (.D0(M2), .D1(A), .S(W[2]), .Y(Y2));
    dff d1 (.D(Y0), .CLR(CLR), .CE(CE[0]), .CLK(CLK), .Q(R0));
    dff d2 (.D(Y1), .CLR(CLR), .CE(CE[1]), .CLK(CLK), .Q(R1));
    dff d3 (.D(Y2), .CLR(CLR), .CE(CE[2]), .CLK(CLK), .Q(R2));
    mux4 m4 (.D0(R0), .D1(R1), .D2(R2), .D3(0), .SEL(SEL), .Y(B));
    ALU a1 (.A(A), .B(B), .S(S), .Cin(Cin), .Y(Y3)); 
    dff d4 (.D(Y3), .CLR(CLR), .CE(CE[3]), .CLK(CLK), .Q(A));
endmodule
module dff(D, CLR, CE, CLK, Q);
    input [3:0] D;
    input CLR, CE, CLK;
    output reg [3:0] Q;
    always@(posedge CLK or posedge CLR)
    begin
        if (CLR)
            Q <= 0;
        else if (CE)
            Q <= D;
    end
endmodule
module mux2(D0, D1, S, Y);
    input [3:0] D0, D1;
    input S;
    output [3:0] Y;
    reg [3:0] Y;
    always @ (D0 or D1 or S)
    begin
        if (S == 1)
            Y = D1;
        else
            Y = D0;
    end
endmodule
module mux4(D0, D1, D2, D3, SEL, Y);
    input [3:0] D0, D1, D2, D3;
    input [1:0] SEL;
    output [3:0] Y;
    reg [3:0] Y;
    always @ (D0 or D1 or D2 or D3 or SEL)
    begin
        case(SEL)
            0: Y = D0;
            1: Y = D1;
            2: Y = D2;
            3: Y = D3;
        endcase
    end
endmodule
==> flow/constraint.sdc <==
current_design datapath

set clk_period 2.8
set clk_io_pct 0.2

create_clock -name clk0 -period $clk_period [get_ports {CLK}]

set non_clock_inputs [all_inputs -no_clocks]
set_input_delay [expr $clk_period * $clk_io_pct] -clock clk0 $non_clock_inputs
set_output_delay [expr $clk_period * $clk_io_pct] -clock clk0 [all_outputs]
==> flow/config.mk <==
export PLATFORM = sky130hd
export DESIGN_NAME = datapath
export DESIGN_NICKNAME = datapath
export VERILOG_FILES = /design/flow/design.v
export SDC_FILE = /design/flow/constraint.sdc
export NUM_CORES = 4
export LEC_CHECK = 1
export CORE_AREA = 10 10 96 96
export DIE_AREA = 0 0 106 106
==> flow/run.sh <==
#!/bin/bash
# OpenROAD 26Q1-2900-gdf79404cd8, Yosys 0.63+post, stock flow scripts
make -C /OpenROAD-flow-scripts/flow DESIGN_CONFIG=/design/flow/config.mk WORK_HOME=/design/flow/orfs finish
==> impl_metrics.ini <==
; generated from flow reports
[synthesis]
yosys_warnings = 5
top_cells_by_area = dfrtp_1, mux2i_1, ha_1
largest_area_cell = dfrtp_1
edf_count = 0
ys_types = 44
synth_area_um2 = 1500
ys_area_um2 = 1500
syn_avg_cell_area_um2 = 9.11
ys_seq_frac = 0.266
synth-async-reset-ratio = 1.00
top_area_frac = 0.266
yosys_cells = 165
synthCells = 165
synthTopCellsByCount = dfrtp_1, mux2i_1, a21oi_1, nor2_1, inv_1
ys_ff = 16
ff_type = dfrtp_1

[final_layout]
fin_cells = 311
area_growth_pct = 42.5
layout-drive-gt1-share = 0.156
design_area_um2 = 2140

[sta]
drv_slew = 0
setup_tns_ns = 0
period_used_share = 0.959
relSlewSlack = 0.568
skew_ns = 0.00279
finalSetupViolCount = 0
finalHoldViolCount = 0
rsz0062_at_grt = no
max_freq_mhz = 373
setup_ws_ns = 0.116
worst_pin_slew_ns = 0.647
min_period_ns = 2.68

[min_path]
min_to = d1.Q[2]
hold_start = d1.Q[2]
hold-path-cell-count = 2
hold_class = reg2reg

[power]
p_seq_frac = 0.344
switching_power_mw = 0.369
clock_power_share = 0.163
power_density_nw_per_um2 = 484
netSwitchingFraction = 0.356
total_power_mw = 1.04
p_comb_frac = 0.493
p_leak_nw = 0.923
ir_worst_vdd_v = 0.000173
intPower_mw = 0.668

[detailed_routing]
drt_pass1_iterations = 4
wl_per_cell_um = 14.1
antennaDiodeCount = 0
drt_iter0_markers = 70
antenna_left = 0
wl_mm = 4.39
viasPerCell = 4.35
vias = 1353
drc = 0

[grt]
gr-total-overflow = 0
grt_max_degree = 17
grt_first_pass_wirelength_mm = 7.17
grt_use_total = 0.0782
first_global_vias = 1393
antenna_found_initial = 0

[clocking]
cts_sinks = 16
ctsRootBufferMaster = clkbuf_8
cts_buffers = 3
cts_tree = built
cts.path.max_buffers = 2
h-tree-depth = 1
insertion_delay_ns = 0.24
hold_buffers = 0
cts.clk_slew.worst_paths_ns = 0.06

[run]
warning_count = 32
drv_cap = 0

[setup_path]
arrival_ns = 2.81
critPathRequiredTime_ns = 2.93
endpoint_kind = flip-flop
critPathLaunchType = input pin
timing.rr.end = d4.Q[1]
rrSetupSlack_ns = 0.52
crit_type = in2reg
ff2ff_path_depth = 8
worstPathMaxFanout = 4
startpoint = SEL[1]
reg2reg_from = d2.Q[0]

[place]
place_worst_setup_slack_ns = -0.239
placed_area_um2 = 2080
hpwl_mm = 3.63
port_buffers = 38
dp_cells = 308
globalplace.congestion = 0.877

[die]
rows = 31
core-area_um2 = 7210
io-pin-count = 39
fp-utilization = 0.208
die_area_um2 = 11200
die_h_um = 106
die_w_um = 106

[outcome]
status = finished clean
## repair_timing
action,in CTS,in global routing
endpoints found under the setup margin,0,2
buffers inserted,0,0
resized,0,5
## cell families after synthesis
group / Yosys count / synth area share
buf+inv: 26 / 0.0807
mux: 16 / 0.106
fa+ha+maj: 14 / 0.136
compound gates: 50 / 0.228
simple gates: 41 / 0.171
xor+xnor: 2 / 0.0116
flops: 16 / 0.266
## placed cells by master, fill, tap and decap left out, types with 4 or more instances in the layout
| master | count |
|---|---|
| nand2_1 | 7 |
| nor3b_1 | 6 |
| o21ai_0 | 7 |
| mux2i_1 | 15 |
| clkdlybuf4s50_1 | 37 |
| o211ai_1 | 4 |
| buf_4 | 19 |
| nor2_1 | 14 |
| dfrtp_1 | 16 |
| fa_1 | 4 |
| inv_1 | 13 |
| ha_1 | 10 |
| a21oi_1 | 14 |
| nor2b_1 | 4 |
## layout make-up
type	instances	area, um^2
clock buffers	3	41.3
fillers	763	5070
inverters	13	48.8
multi-input cells	123	1000
flip-flops and latches	16	400
well taps	99	124
repair buffers	57	526
## routing by layer
layer,routed length (um),global-route usage,share of wire
met1,2030,0.100,0.46
met2,2150,0.136,0.49
met3,177,0.0208,0.040
met4,24,0.00387,0.0055
met5,0,0,0
## metrics by stage
| step | hold WS (ns) | utilization |
|---|---|---|
| after global routing | 0.590 | 0.297 |
| after detailed placement | 0.540 | 0.288 |
| after global placement | 0.537 | 0.288 |
| after floorplan | 0.474 | - |
| final | 0.553 | 0.297 |
| after CTS | 0.556 | 0.294 |
## worst max-delay path: stages
cell,delay (ns)
clkdlybuf4s50_1,0.41
buf_4,0.15
a2bb2oi_2,0.16
buf_4,0.16
fa_1,0.41
fa_1,0.46
o211a_1,0.24
a211oi_1,0.17
a31oi_1,0.11
## power groups by stage
stage / registers, mW / logic [mW] / clock network, mW
after global routing: 0.366 / 0.572 / 0.193
final: 0.356 / 0.512 / 0.169
after CTS: 0.356 / 0.507 / 0.177
## worst max path at each step
stage / depth (start not counted) / end / slack [ns]
5_1_grt: 9 / d4.Q[1] / 0.005
4_1_cts: 9 / d4.Q[1] / 0.02
6_report: 9 / d4.Q[1] / 0.12
## state kept, by name, summed over array words and instances, names as in the netlist
signal	flops
d3.Q	4
d2.Q	4
d1.Q	4
d4.Q	4
Power and IR drop assume default switching activity.
